## design/flow/config.mk

```make
export PLATFORM = sky130hd
export DESIGN_NAME = CTRL
export DESIGN_NICKNAME = CTRL
export VERILOG_FILES = /design/flow/design.v
export SDC_FILE = /design/flow/constraint.sdc
export NUM_CORES = 4
export LEC_CHECK = 1
export CORE_AREA = 10 10 71 71
export DIE_AREA = 0 0 81 81
```

## design/flow/design.v

```verilog
`timescale 1ns/1ps
module CTRL (
    input [31 : 0] Instr,
    input [4 - 1 : 0] Stage,
    output [4 - 1 : 0] NPCOp,
    output [4 - 1 : 0] ToWhatReg,
    output [4 - 1 : 0] WhatToReg,
    output [4 - 1: 0] MemWrite,
    output MemWE,
    output [4 - 1 : 0] ALUSrc,
    output [4 - 1 : 0] ALUOp,
    output [4 - 1 : 0] ExtOp,
    output [3 : 0] Tuse1, 
    output [3 : 0] Tuse2,
    output [4 : 0] Addr1,
    output [4 : 0] Addr2,
    output [3 : 0] Tnew, 
    output [4 : 0] AddrNew
);
    assign ADDU    = (Instr[31 : 26] == 6'b000000 && Instr[5 : 0] == 6'b100001) ? 1 : 0;
    assign SUBU    = (Instr[31 : 26] == 6'b000000 && Instr[5 : 0] == 6'b100011) ? 1 : 0;
    assign ORI     = (Instr[31 : 26] == 6'b001101    ) ? 1 : 0;
    assign LW      = (Instr[31 : 26] == 6'b100011     ) ? 1 : 0;
    assign SW      = (Instr[31 : 26] == 6'b101011     ) ? 1 : 0;
    assign BEQ     = (Instr[31 : 26] == 6'b000100    ) ? 1 : 0;
    assign LUI     = (Instr[31 : 26] == 6'b001111    ) ? 1 : 0;
    assign JAL     = (Instr[31 : 26] == 6'b000011    ) ? 1 : 0;
    assign JR      = (Instr[31 : 26] == 6'b000000 && Instr[5 : 0] == 6'b001000 ) ? 1 : 0;
    assign NOP     = (Instr[31 : 26] == 6'b000000 && Instr[5 : 0] == 6'b000000) ? 1 : 0;
    assign J       = (Instr[31 : 26] == 6'b000010      ) ? 1 : 0;
    assign BGEZAL  = (Instr[31 : 26] == 6'b000001  && Instr[20 : 16] == 5'b10001) ? 1:0;
    assign NPCOp =      (ADDU | SUBU | ORI | LW | SW | LUI | NOP) ? 0 :
                        (BEQ)                                     ? 2 :
                        (BGEZAL)                                  ? 10 :
                        (JAL | J)                                 ? 8 :
                        (JR)                                      ? 9 :
                        0;
    assign ToWhatReg = (ADDU | SUBU)    ? 1 :
                       (ORI | LW | LUI) ? 2 :
                       (JAL)            ? 3    :
                       (BGEZAL) ? 4 :
                       0;
    assign WhatToReg = (ADDU | SUBU | ORI | LUI) ? 1 :
                       (LW)                      ? 2 :
                       (JAL | BGEZAL)                     ? 3 :
                       0;
    assign MemWrite =   (SW | LW) ? 1 :  
                        0;
    assign MemWE = SW;
    assign ALUSrc =     (ADDU | SUBU) ?          1 :
                        (ORI | LW | SW | LUI) ?  2 :
                        0;
    assign ALUOp =      (ADDU | LW | SW) ?       1 :
                        (SUBU) ?                  2 :
                        (ORI | LUI) ?                  4 :
                        7;
    assign ExtOp =      (ORI) ? 1 :
                        (LW | SW | BEQ | BGEZAL) ? 3 :
                        (LUI) ? 5 :
                        0;
    assign Tnew  =      (ADDU | SUBU | ORI) ?   (
                                                    (Stage == 1) ? 2 :
                                                    (Stage == 2) ? 1 :
                                                    0
                                                ) :
                        (LW) ?                  (
                                                    (Stage == 1 ) ? 3 :
                                                    (Stage == 2 ) ? 2 :
                                                    (Stage == 3) ? 1 :
                                                    0
                                                ) :     
                        (LUI | JAL) ?           (
                                                    (Stage == 1)  ? 1 :
                                                    0
                                                ) :
                        6;
    assign AddrNew =    (ADDU | SUBU) ? Instr[15 : 11] :
                        (ORI | LW | LUI) ? Instr[20 : 16] :
                        (JAL | BGEZAL) ? 31 :
                        0;
    assign Tuse1 =      (ADDU | SUBU | ORI | LW | SW ) ? 1 :
                        (BEQ | JR | BGEZAL) ? 0 :
                        0;
    assign Addr1 =      (ADDU | SUBU | ORI | LW | SW | BEQ | JR | BGEZAL) ? Instr[25:21] :
                        0;
    assign Tuse2 =      (ADDU | SUBU) ? 1 :
                        (SW) ? 2 :
                        (BEQ) ? 0 :
                        0;
    assign Addr2 =      (ADDU | SUBU | SW | BEQ) ? Instr[20:16] :
                        0;
endmodule
```

## design/flow/run.sh

```bash
#!/bin/bash
# OpenROAD 26Q1-2900-gdf79404cd8, Yosys 0.63+post, stock flow scripts
make -C /OpenROAD-flow-scripts/flow DESIGN_CONFIG=/design/flow/config.mk WORK_HOME=/design/flow/orfs finish
```

## design/flow/constraint.sdc

```tcl
current_design CTRL

set clk_period 7.6
set clk_io_pct 0.2

create_clock -name clk0 -period $clk_period

set non_clock_inputs [all_inputs -no_clocks]
set_input_delay [expr $clk_period * $clk_io_pct] -clock clk0 $non_clock_inputs
set_output_delay [expr $clk_period * $clk_io_pct] -clock clk0 [all_outputs]
```

==> changes_impl.md <==
### Physical design

* Hold/Removal Path Class: in -> out
* Data required time at the worst endpoint at 6.08 ns
* Total Power Consumption at 0.0401 mW
* Leakage at 0.558 nW
* Main kind of combinational logic by area: simple AND/OR/NAND/NOR gates
* Setup slack at placement at 2.32 ns
* Sum of net half-perimeters after detailed placement at 2.85 mm
* Number of input and output port buffers inserted at 70
* Maximum clock frequency at 190 MHz
* Delay of the slowest cell on the worst path at 0.58 ns
* Final Setup Violations at 0
* Number of warnings the tools reported at 37
* XOR/XNOR share of the synthesized area at 0%
* Share of total power consumed by net switching at 34.9%
* Slew at the pin closest to its max-slew limit at 0.511 ns
* Global-route wire length before repair at 4.64 mm
* Average wire per standard cell at 14.6 um
* Adder and majority gate portion of the synthesized area at 0%
* Yosys warning total at 12
* Kind of start point of the critical path: input pin
* Detailed-route DRC error count at 0
* Power per Cell Area at 28.4 mW/mm2
* Cell Chain, Critical Path: clkdlybuf4s50_1, nor4_4, nand3_2, inv_2, a211o_4, and2_1, clkdlybuf4s50_1
* Antenna Cells at 0
* GPL Wtd Cong at 0.829
* Placement Rows at 22
* Design area at 0.00141 mm2
* Iteration-0 DRC Markers at 30
* Basic Gates by Area at 45.5%
* Compound-cell area share of the yosys netlist at 30.5%
* Fill cell total of the finished layout at 395
* Worst setup path class: in -> out
* Seq/Total Area, Yosys at 0%
* Maximum number of pins on one net before global-route repair at 13
* Starting density of the core at 20.7%
* Worst Path Arrival at 3.75 ns
* Run status: finished, final reports clean
* Overall track demand over capacity in global routing at 8.50%
* Share of the clock period used by the worst path after layout at 69.3%
* Drt first pass iters at 4
* Most common cell on crit path: sky130_fd_sc_hd__clkdlybuf4s50_1
* Time the worst path needs with I/O delays and setup at 5.27 ns
* Instance count of the mapped netlist at 103
* Mean instance size in the synthesized netlist at 7.29 um2
* Area of the core region at 0.00363 mm2
* Mean number of vias per cell at 4.49
* Endpoint kind of the worst setup timing path: primary output
* Fraction of final layout cells with drive strength greater than 1 at 7.69%
* Remaining max-slew budget at the tightest pin at 65.9%
* Share of power burned in registers at 0%
* Net switching power figure at 0.0140 mW
* Multi-input combinational cell area at 634 um2
* Startpoint of the most critical setup path: Instr[31]
* Detailed-route wire length at 3.17 mm
* Netlist area before placement at 751 um2
* Count of cells resized by post-cts repair at 0
* Number of violations of the max-capacitance limit at 0
* Height of the die at 81 um
* Slowest cell on crit path: sky130_fd_sc_hd__clkdlybuf4s50_1
* Area of the synthesized netlist per yosys stat at 751 um2
* Layout-stage area growth over the synthesis result at 88.3%
* Count of sequential standard cells at 0
* IO Pins at 92
* Portion of total power attributed to combinational logic at 100.0%
* Fraction of power consumed by the clock network at 0%
* Sequential Area at 0 um2
* PnR worst setup slack at 2.33 ns
* Detailed-route via count at 974
* Internal power summed over all cells at 0.0261 mW
* Area of the chip at 0.00656 mm2
* Share of synthesized area spent on multiplexers at 0%
* Number of buffers inserted by hold repair at cts at 0
* Via count of the first global-routing pass at 969
* Total Neg Setup Slack at 0 ns
* Cell area after placement at 0.00141 mm2
* Antenna Violating Nets Remaining at 0
* Worst supply voltage drop on vdd at 0.0120 mV
* Die outline width at 81 um
* Antenna violations before repair at 0
* Congestion Overflow GR at 0
* Final hold violations at 0
* # clk buffers at 0
* Cell variety after synth at 41
* Maximum fanout count along the critical path at 12
* Total setup buffers inserted after CTS at 0
* Ys cells at 103
* Setup repair after global routing missed its margin: no
* Max-slew violations at 0
* Origin of the worst min-delay path: Instr[22]
## through the flow
stage / util, % / hold WS (ns) / instances
finish: 38.9 / 3.96 / 217
global route: 38.9 / 3.97 / 217
CTS: 38.9 / 3.96 / 217
detailed placement: 38.9 / 3.96 / 217
global placement: 38.9 / 3.96 / 217
floorplan: - / 3.07 / 119
## cells in the mapped netlist (all sizes together) (2+ instances only)
cell type	number	area share, %
a21oi	4	4.2
nor2	9	5.5
nand3b	3	3.0
nand4	2	1.7
a221o	5	6.7
nand3	4	3.3
nor4	2	3.7
buf	20	21
inv	5	2.5
and2	8	6.7
a21boi	6	6.0
or2	2	1.7
nand2	7	3.5
or4b	3	4.5
nand2b	4	3.3
o21ai	4	2.7
## cell families (layout without fill, tap and decap cells)
kind of cell,count (synthesis),after routing
AOI/OAI and AO/OA,27,27
and+or+nand+nor,50,50
buffers and inverters,25,75
other,1,17
## layout make-up
cell class / count / share of cell area [%]
repair buffers: 70 / 49.6
multi-input cells: 94 / 44.9
well taps: 48 / 4.25
inverters: 5 / 1.33
## metal layers
metal  vias to the layer above  wire [um]  GRT usage [%]
met5                         -          0              0
met4                         0         13          0.346
met3                         2        336           1.78
met2                        48       1630           16.3
met1                       449       1180           9.83
li1                        475          -              -
## worst max-delay path: cells and delay by family
| kind | cells | cell delay [ns] |
|---|---|---|
| buffers and inverters | 3 | 1.29 |
| AOI/OAI and AO/OA | 1 | 0.16 |
| and+or+nand+nor | 3 | 0.77 |
## power by group through the flow
stage / logic (mW) / registers (mW) / clock network, mW
after CTS: 0.0409 / 0 / 0
after global routing: 0.0440 / 0 / 0
final: 0.0401 / 0 / 0
## final timing paths
| path | cells past startpoint | end | slack, ns |
|---|---|---|---|
| hold / removal | 3 | Addr1[1] | 3.96 |
| setup / recovery | 7 | Addr2[2] | 2.33 |
## cells in the final DEF, fill, tap and decap left out, types with 2 or more instances in the layout
| master | count |
|---|---|
| sky130_fd_sc_hd__a221o_1 | 5 |
| sky130_fd_sc_hd__nor2_1 | 8 |
| sky130_fd_sc_hd__a21boi_1 | 5 |
| sky130_fd_sc_hd__inv_2 | 2 |
| sky130_fd_sc_hd__a21oi_1 | 3 |
| sky130_fd_sc_hd__conb_1 | 17 |
| sky130_fd_sc_hd__o21ai_1 | 2 |
| sky130_fd_sc_hd__clkdlybuf4s50_1 | 70 |
| sky130_fd_sc_hd__nand3b_1 | 3 |
| sky130_fd_sc_hd__inv_1 | 3 |
| sky130_fd_sc_hd__and2_1 | 8 |
| sky130_fd_sc_hd__nand2_1 | 7 |
| sky130_fd_sc_hd__o21ai_0 | 2 |
| sky130_fd_sc_hd__nand4_1 | 2 |
| sky130_fd_sc_hd__nand2b_1 | 4 |
| sky130_fd_sc_hd__or4b_1 | 2 |
| sky130_fd_sc_hd__nand3_1 | 3 |
Power and IR drop assume default switching activity.
