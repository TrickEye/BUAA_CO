**./constraint.sdc**
```tcl
current_design M_DM

set clk_period 6.4
set clk_io_pct 0.2

create_clock -name clk0 -period $clk_period

set non_clock_inputs [all_inputs -no_clocks]
set_input_delay [expr $clk_period * $clk_io_pct] -clock clk0 $non_clock_inputs
set_output_delay [expr $clk_period * $clk_io_pct] -clock clk0 [all_outputs]
```
**./config.mk**
```make
export PLATFORM = sky130hd
export DESIGN_NAME = M_DM
export DESIGN_NICKNAME = M_DM
export VERILOG_FILES = /design/flow/design.v
export SDC_FILE = /design/flow/constraint.sdc
export NUM_CORES = 4
export LEC_CHECK = 1
export CORE_AREA = 10 10 125 125
export DIE_AREA = 0 0 135 135
```
**./run.sh**
```bash
#!/bin/bash
# OpenROAD 26Q1-2900-gdf79404cd8, Yosys 0.63+post, stock flow scripts
make -C /OpenROAD-flow-scripts/flow DESIGN_CONFIG=/design/flow/config.mk WORK_HOME=/design/flow/orfs finish
```
**./design.v**
```verilog
`timescale 1ns/1ps
module M_DM(
    input clk, 
    input reset,
    input [31:0] in_pc,
    input [31:0] in_instr,
    input [31:0] in_wdata,
    input [10:0] in_dmop,
    input [31:0] in_addr,
    output reg [31:0] m_data_addr,
    output reg [31:0] m_data_wdata,
    output reg [3 :0] m_data_byteen,
    output reg [31:0] m_inst_addr,
    input [31:0] m_data_rdata,
    output reg [31:0] out_dmout
);
    function [31:0] LoadBit;
        input [1:0] bitSel;
        input [31:0] readData;
        begin
            LoadBit[7:0] = readData[8 * bitSel + 7 -: 8];
            LoadBit[31:8] = {24{readData[8 * bitSel + 7]}};
        end    
    endfunction
    function [31:0] LoadBitU;
        input [1:0] bitSel;
        input [31:0] readData;
        begin
            LoadBitU[7:0] = readData[8 * bitSel + 7 -: 8];
            LoadBitU[31:8] = {24'd0};
        end    
    endfunction
    function [31:0] LoadHalf;
        input [1:0] bitSel;
        input [31:0] readData;
        begin
            LoadHalf[15:0] = readData[16 * bitSel[1] + 15 -: 16];
            LoadHalf[31:16] = {16{readData[16 * bitSel[1] + 15]}};
        end    
    endfunction
    function [31:0] LoadHalfU;
        input [1:0] bitSel;
        input [31:0] readData;
        begin
            LoadHalfU[15:0] = readData[16 * bitSel[1] + 15 -: 16];
            LoadHalfU[31:16] = {16'd0};
        end    
    endfunction
    function [31:0] StoreByte;
        input [31:0] in_wdata;
        input [31:0] in_addr;
        input [31:0] m_data_rdata;
        reg [31:0] temp ;
        reg [31:0] temp1;
        begin
            temp = {{24'b0}, {in_wdata[7:0]}} << ({{30'd0}, {in_addr[1:0]}} << 3);
            temp1 = {{24'd0}, {8'hff}} << ({{30'd0}, {in_addr[1:0]}} << 3);
            temp1 = ~temp1;
            StoreByte = m_data_rdata && temp1;
            StoreByte = StoreByte | temp;
        end
    endfunction
    always @(*)begin
        case (in_dmop)
            1   : begin
                m_data_addr = {{in_addr[31:2]}, {2'b00}};
                m_data_wdata = 0;
                m_data_byteen = 4'b0000;
                m_inst_addr = in_pc;
                out_dmout = LoadBit(in_addr[1:0], m_data_rdata);
            end
            2   : begin
                m_data_addr = {{in_addr[31:2]}, {2'b00}};
                m_data_wdata = 0;
                m_data_byteen = 4'b0000;
                m_inst_addr = in_pc;
                out_dmout = LoadHalf(in_addr[1:0], m_data_rdata);
            end
            3   : begin
                m_data_addr = {{in_addr[31:2]}, {2'b00}};
                m_data_wdata = 0;
                m_data_byteen = 4'b0000;
                m_inst_addr = in_pc;
                out_dmout = m_data_rdata;
            end
            4  : begin
                m_data_addr = {{in_addr[31:2]}, {2'b00}};
                m_data_wdata = 0;
                m_data_byteen = 4'b0000;
                m_inst_addr = in_pc;
                out_dmout = LoadBitU(in_addr[1:0], m_data_rdata);
            end
            5  : begin
                m_data_addr = {{in_addr[31:2]}, {2'b00}};
                m_data_wdata = 0;
                m_data_byteen = 4'b0000;
                m_inst_addr = in_pc;
                out_dmout = LoadHalfU(in_addr[1:0], m_data_rdata);
            end
            7  : begin
                m_data_addr = {{in_addr[31:2]}, {2'b00}};
                m_data_wdata = {{24'b0}, {in_wdata[7:0]}} << ({{30'd0}, {in_addr[1:0]}} << 3); 
                m_data_byteen = (in_addr[1:0] == 2'b00) ? 4'b0001 : 
                                (in_addr[1:0] == 2'b01) ? 4'b0010 :
                                (in_addr[1:0] == 2'b10) ? 4'b0100 :
                                (in_addr[1:0] == 2'b11) ? 4'b1000 : 4'b0000;
                m_inst_addr = in_pc;
                out_dmout = 0;
            end
            8  : begin
                m_data_addr = {{in_addr[31:2]}, {2'b00}};
                m_data_wdata = {{16'b0}, {in_wdata[15:0]}} << ({{31'd0}, {in_addr[1]}} << 4);
                m_data_byteen = (in_addr[1] == 0) ? 4'b0011 : 
                                (in_addr[1] == 1) ? 4'b1100 : 4'b0000;
                m_inst_addr = in_pc;
                out_dmout = 0;
            end
            9  : begin
                m_data_addr = {{in_addr[31:2]}, {2'b00}};
                m_data_wdata = in_wdata;
                m_data_byteen = 4'b1111;
                m_inst_addr = in_pc;
                out_dmout = 0;
            end
            default: begin
                m_data_addr = 0;
                m_data_wdata = 0;
                m_data_byteen = 4'b0000;
                m_inst_addr = in_pc;
                out_dmout = 0;
            end
        endcase
    end
endmodule
```
==> results.txt <==
Purpose: to document the outcome of synthesis and place and route.

Outcome
The flow ran to the end, and the final reports show no timing, DRC or antenna violations.

Synthesis
Yosys attributes the largest share of cell area to buf_4 (14%), and2_1 (10%), a21o_2 (7.5%). After synthesis, the design contains 261 cells according to Yosys. Sorting the synthesized cells by how often they occur yields buf_4 (34), and2_1 (30), nand2_1 (23). The average footprint of a synthesized cell is 7.16 um^2.

The yosys-reported design area after synthesis is 1870 um^2. The area share of the largest cell type after synthesis is 13.7%. The post-synthesis instance area is 1870 um^2. The cell count after synthesis is 261. For this run, the number of Yosys warnings is 1.

The gate-level netlist out of Yosys references 46 unique cell types. The cell type contributing the most total cell area after synthesis is buf_4. The share of synthesized area occupied by flip-flops and latches is 0%. The cell with the most instances after synthesis is buf_4.

Route
For this sky-water flow run, the detailed-routed wirelength per cell is reported as 18.2 um. The pre-antenna-repair detailed-routing pass consisted of 4 iterations. The number of vias in the routed layout is 2580. Detailed-route iteration 0 reported a violation count of 101.

After detailed routing, the number of remaining DRC violations is 0. The count of nets left with antenna violations once routing finished came out at 0. In the routed layout, each cell is associated on average with a via count of 4.38. Per the detailed-route log, wirelength across all metal layers totals 10700 um. Per the detail_route report, inserted antenna diodes total 0.

Critical path
Traced cell by cell, the critical path runs through clkdlybuf4s50_1, nor4_1, nand2_1, o21ba_2, and2_1, clkdlybuf4s50_1. Per STA, the highest per-stage delay on the worst path measures 0.68 ns. The number of buffers and inverters on the critical path is 2. The library cell contributing the largest single delay on the critical path is o21ba_2.

Data on the critical path is required at its endpoint by 5.12 ns. The maximum fanout count along the critical path is 30. For reference, the critical path is launched at in_dmop[6]. STA classifies the critical path endpoint as a primary output. Data arrives at the worst endpoint at 4.17 ns. The worst setup path is of the in2out kind. The cell that appears most often on the critical path is clkdlybuf4s50_1. In this design, the largest share of critical-path delay is due to simple AND/OR/NAND/NOR gates. The startpoint type of the worst setup path is an input pin.

Final timing
The post-route worst setup slack is 0.949 ns. The fmax is 183 MHz. The final tally of hold violations is 0. Per the slew report, the remaining headroom to the max-slew limit stands at 40.0%. In the final report, the number of pins over their slew limit comes to 0. Setup violations remaining at the end of the flow were counted as 0. The final layout reports a setup TNS of 0 ns.

The period utilization is 85.2%. The hold slack is 2.56 ns. Setup repair after global routing left no endpoint under its margin. Counting I/O delays and the setup requirement, the final critical path takes 5.45 ns. For the pin with the worst max-slew slack, the measured transition is 0.897 ns.

Die
The floorplan step set the die height to 135 um. The number of placement rows is 41. The area of the core is 12800 um^2. Before placement the cells fill 14.6% of the core.

The chip occupies 18200 um^2. During I/O placement, the number of pins put on the boundary was 305. The floorplan die width is 135 um.

Placement
The count of buffers added on input and output ports is 205. In the placement report, post-DP HPWL is listed as 9310 um. The global placer's final weighted congestion is 0.769. The worst setup slack after placement is 0.913 ns.

Pwr
The leakage power in the latest report is 1.33 nW. The report lists the power per cell area as 31.8 nW/um^2. VDD sags by at most 12.5 uV. The design draws 0.000121 W.

Flow run
The max-cap violation count is 0. The tool warning count for the run is 66.

Final layout
Per the final layout report, the fraction of cells sized above drive strength 1 comes to 10.3%. The count of clock-net buffers in the final layout is 0. Summing all multi-input logic gate instances after layout gives 1520 um^2.

The signed area change from the synthesized netlist to the final layout is 104%. The area taken by sequential standard cells is reported as 0 um^2. The filler cells instantiated in the layout total 1346. There are 0 flip-flops and latches.

Global route
The sum of overflow across all layers after global routing is 0. The number of antenna violations at the first check in global routing is 0. The aggregate global-route resource usage is 10.9%. The number of global-route vias before repair is 2571. The first global-routing pass estimated 15800 um of wire. The largest net degree at the start of global routing is 31.

CTS
Gates resized during post-CTS repair numbered 0. The number of buffers added for setup after CTS is 0. The quantity of hold-fixing buffers added after cts is 0.

Min path
The path category of the worst min-delay check is in2out. The startpoint of the tightest hold check path is in_pc[0].
==> layout make-up <==
type                            instances  share of cell area (%)
Timing Repair Buffer                  208                    54.4
Tap cell                              172                    5.64
Multi-Input combinational cell        207                    39.8
Inverter                                2                   0.197
==> cells in the final DEF (no fill, tap or decap), types with 3 or more instances in the layout <==
| cell type | instances |
|---|---|
| and2_1 | 30 |
| a221o_1 | 8 |
| buf_4 | 3 |
| a22o_1 | 16 |
| nor2_4 | 3 |
| nor3b_1 | 8 |
| a21o_2 | 16 |
| mux2i_1 | 8 |
| a31oi_1 | 8 |
| a22oi_1 | 8 |
| clkdlybuf4s50_1 | 205 |
| a211oi_1 | 7 |
| nand2_1 | 23 |
| mux2_2 | 9 |
| nor2_1 | 15 |
| a21oi_1 | 4 |
| nand2b_1 | 3 |
| o2bb2ai_1 | 8 |
| or3_2 | 3 |
==> metrics by stage <==
stage / cell area (um^2) / instances / util [%]
2_1_floorplan: 1870 / 262 / -
3_3_place_gp: 3810 / 589 / 29.9
3_5_place_dp: 3810 / 589 / 29.9
4_1_cts: 3810 / 589 / 29.9
5_1_grt: 3810 / 589 / 29.9
6_report: 3810 / 589 / 29.9
==> kinds of logic (layout without fill, tap and decap cells) <==
| family | count (synthesis) | count (layout) | share of synthesized area (%) |
|---|---|---|---|
| other | 1 | 2 | 0.201 |
| AND-OR/OR-AND | 83 | 83 | 36.2 |
| XOR/XNOR | 2 | 2 | 0.937 |
| AND/OR/NAND/NOR | 102 | 102 | 32.2 |
| buffers and inverters | 55 | 210 | 19.5 |
| multiplexers | 18 | 18 | 10.9 |
==> path summary, 6_finish.rpt <==
kind / end / depth (start not counted)
worst max-delay path: m_data_addr[22] / 6
worst min-delay path: m_inst_addr[0] / 0
==> per-layer routing <==
metal	vias up	part of all wire, %	global-route usage [%]
li1	1247	-	-
met1	1176	39	12.8
met2	145	49	19.5
met3	12	11	3.73
met4	0	0.66	0.598
met5	-	0	0
==> power breakdown <==
part	switching [W]	internal, W
Combinational	0.0000451	0.0000760
Clock	0	0
Sequential	0	0
Power is estimated from default activity; no workload was simulated.
