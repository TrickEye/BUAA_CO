### flow/run.sh
#!/bin/bash
# OpenROAD 26Q1-2900-gdf79404cd8, Yosys 0.63+post, stock flow scripts
make -C /OpenROAD-flow-scripts/flow DESIGN_CONFIG=/design/flow/config.mk WORK_HOME=/design/flow/orfs finish
### flow/config.mk
export PLATFORM = sky130hd
export DESIGN_NAME = D_GRF
export DESIGN_NICKNAME = D_GRF
export VERILOG_FILES = /design/flow/design.v
export SDC_FILE = /design/flow/constraint.sdc
export NUM_CORES = 4
export LEC_CHECK = 1
export CORE_UTILIZATION = 40
### flow/constraint.sdc
current_design D_GRF

set clk_period 13.0
set clk_io_pct 0.2

create_clock -name clk0 -period $clk_period [get_ports {clk}]

set non_clock_inputs [all_inputs -no_clocks]
set_input_delay [expr $clk_period * $clk_io_pct] -clock clk0 $non_clock_inputs
set_output_delay [expr $clk_period * $clk_io_pct] -clock clk0 [all_outputs]
### flow/design.v
`timescale 1ns/1ps
module D_GRF(
    input clk,
    input reset,
    input [4:0]     in_raddr1,
    input [4:0]     in_raddr2,
    input [4:0]     in_waddr,
    input [31:0]    in_wdata,
    input           in_we,
    output reg [31:0]   out_rdata1,
    output reg [31:0]   out_rdata2
);
    reg [31:0] grf [0:31];
    integer i;
    always @(posedge clk) begin
        if (reset) for (i = 0; i < 32; i = i + 1) grf[i] <= 0;
        else if (in_we && in_waddr) grf[in_waddr] <= in_wdata;
    end
    always @(*) begin
        if (in_raddr1 && in_raddr1 == in_waddr && in_we) out_rdata1 = in_wdata;
        else out_rdata1 = grf[in_raddr1];
        if (in_raddr2 && in_raddr2 == in_waddr && in_we) out_rdata2 = in_wdata;
        else out_rdata2 = grf[in_raddr2];
    end
endmodule
==> highlights.md <==
### CTS
- **TritonCTS clock tree** done
- **clock sink total** 1024
- **hold buffer count at CTS** 0
- **root buffer selected by CTS** sky130_fd_sc_hd__clkbuf_16
- **# H-tree levels** 3
- **clock-pin slew on the worst setup and hold paths** 0.07 ns
- **Bufs on Longest Clock Path** 3
- **count of buffers added by post-CTS timing repair for setup** 0
- **number of buffers added by the clock tree synthesis step** 107
- **cell resize tally after clock tree synthesis** 0

### Power and ir drop
- **internal power contribution** 5.86 mW
- **VDD IR-drop max** 0.118 mV
- **fraction of power spent switching nets** 25.2%
- **power share of the sequential group** 49.8%
- **LEAKAGE** 21.5 nW
- **overall power consumption** 7.83 mW
- **clock share of power** 37.0%
- **total power density per cell area** 127 mW/mm2
- **Switch Pwr** 1.97 mW
- **logic gate share of total power** 13.3%

### GRT
- **maximum number of pins on one net before global-route repair** 79
- **number of global-route vias before repair** 34.8k
- **first-pass GRT wire length** 249 mm
- **remaining global-route overflow** 0
- **All-Layer GR Usage** 27.1%
- **number of antenna violations at the first check in global routing** 2

### Final timing
- **setup total negative slack** 0 ns
- **relative slew slack** 40.4%
- **setup-violating endpoint count in the final report** 0
- **highest achievable clock rate** 111 MHz
- **Hold Worst Slack** 2.44 ns
- **final critical-path share of the clock period** 69.3%
- **Final Critical Period** 9.00 ns
- **RSZ-0062 raised after global routing** no
- **number of hold violations in the final report** 0
- **max-slew violation count** 0
- **actual transition at the worst max-transition pin** 0.894 ns

### Placed design
- **post-detailed-placement half-perimeter wirelength** 101 mm
- **cell area after placement** 0.0585 mm2
- **Port Buf Inserts** 113
- **final weighted congestion in routability-driven placement** 0.914
- **placed cell count** 5392

### Finish
- **final non-filler cell total** 5587
- **biggest regs** grf: 1024 flops
- **layout cells sized above 1** 22.3%
- **area added between synthesis and finish** 11.1%
- **Top reg by flops** grf
- **number of flip-flops in the largest register** 1024
- **final instance area** 0.0617 mm2
- **number of filler instances in the final layout** 11.8k

### Detailed routing
- **DR DRC count** 0
- **wire length after detailed routing** 174 mm
- **total iterations of the first detailed-routing run** 6
- **detailed-route wire length per cell** 31.1 um
- **total vias in the final route** 32.8k
- **Iter 0 DRT Violations** 2089
- **antenna-violating nets left** 0
- **ratio of routed vias to standard cells** 5.87

### Yosys
- **sequential element share of the synthesized area** 55.3%
- **synthesis-stage register bit count** 1024
- **Largest type area fraction** 55.3%
- **Mapped Avg Cell Area** 15.0 um2
- **cell count after synthesis** 3709
- **count of instantiated cells in the yosys netlist** 3709
- **cell type with the highest aggregate area in the netlist** sky130_fd_sc_hd__edfxtp_1
- **largest cells by area after synthesis** sky130_fd_sc_hd__edfxtp_1, sky130_fd_sc_hd__mux4_2, sky130_fd_sc_hd__and2_1
- **yosys warns** 1
- **chip area estimate from yosys synthesis** 0.0556 mm2
- **post-synthesis cell type count** 43
- **Syn Std Cell Area** 0.0556 mm2

### Floorplan
- **horizontal die dimension** 375 um
- **Top-Level Pins** 114
- **placement row count** 136
- **core box area** 0.138 mm2
- **Die H** 375 um
- **initial core utilization** 40.4%
- **total die area** 0.140 mm2

### Hold path
- **worst min-delay path category** in2reg
- **start point of the worst min-delay path** reset
- **worst hold path endpoint** grf[0][16]$_SDFFCE_PN0P_
- **number of cells on the worst hold path** 1

### Job
- **max_cap viols** 0
- **number of warning messages in the logs** 26

### Critical path
- **critical path type** in2out
- **arrival time at the worst endpoint** 6.40 ns
- **critical path peak fanout** 45
- **beginning of the critical path** in_raddr2[1]
- **WP data required** 10.40 ns
- **kind of start point of the critical path** input port
- **kind of end point of the critical path** primary output

### Run status
- **run status** complete, no violations

==> per-layer routing <==
layer	vias up	GRT usage [%]	routed length (um)
met5	-	3.64	686
met3	299	18.7	28300
li1	14100	-	-
met1	16200	35.6	61800
met2	2189	37.8	77600
met4	15	6.75	5430
==> final cells by class <==
type                    instances  area (um2)  share of cell area (%)
inverters                       4        15.0                  0.0243
clock buffers                 146        2850                    4.61
clock inverters                48         352                   0.569
diodes                          1        2.50                 0.00405
well taps                    1794        2240                    3.64
repair buffers                255        2260                    3.66
flip-flops and latches       1024       30700                    49.8
multi-input cells            2315       23300                    37.7
==> worst max path at each step <==
stage,end,slack (ns),cells after the start
finish,out_rdata2[31],4.00,9
global route,out_rdata2[31],3.77,9
CTS,out_rdata2[31],4.01,9
==> cell usage after synthesis <==
library cell / number
sky130_fd_sc_hd__buf_6: 11
sky130_fd_sc_hd__o22ai_1: 32
sky130_fd_sc_hd__nand3_1: 4
sky130_fd_sc_hd__nand3b_1: 5
sky130_fd_sc_hd__clkbuf_4: 1
sky130_fd_sc_hd__nand2_1: 35
sky130_fd_sc_hd__o221a_1: 30
sky130_fd_sc_hd__clkinv_1: 1
sky130_fd_sc_hd__nand2b_1: 1
sky130_fd_sc_hd__and3_1: 1
sky130_fd_sc_hd__and2_1: 993
sky130_fd_sc_hd__o21ai_0: 31
sky130_fd_sc_hd__a31o_2: 2
sky130_fd_sc_hd__conb_1: 1
sky130_fd_sc_hd__buf_4: 40
sky130_fd_sc_hd__nor4_4: 1
sky130_fd_sc_hd__nor4_1: 3
sky130_fd_sc_hd__mux2_2: 1
sky130_fd_sc_hd__o211ai_2: 1
sky130_fd_sc_hd__nor2_1: 100
sky130_fd_sc_hd__mux2i_1: 350
sky130_fd_sc_hd__o221a_2: 1
sky130_fd_sc_hd__a22oi_1: 93
sky130_fd_sc_hd__buf_1: 18
sky130_fd_sc_hd__xor2_1: 8
sky130_fd_sc_hd__a211oi_2: 1
sky130_fd_sc_hd__mux4_2: 449
sky130_fd_sc_hd__buf_12: 1
sky130_fd_sc_hd__o21ai_1: 2
sky130_fd_sc_hd__buf_8: 1
sky130_fd_sc_hd__or2_2: 63
sky130_fd_sc_hd__or3b_2: 3
sky130_fd_sc_hd__edfxtp_1: 1024
sky130_fd_sc_hd__a221oi_1: 1
sky130_fd_sc_hd__and2_0: 2
sky130_fd_sc_hd__or3_1: 2
sky130_fd_sc_hd__a31oi_1: 1
sky130_fd_sc_hd__buf_2: 79
sky130_fd_sc_hd__nor3_1: 1
sky130_fd_sc_hd__nor2b_1: 3
sky130_fd_sc_hd__clkbuf_1: 246
sky130_fd_sc_hd__inv_1: 3
sky130_fd_sc_hd__o211ai_1: 63
==> logic make-up after synthesis <==
logic type / share of synthesized area [%]
AND-OR/OR-AND: 3.50
XOR/XNOR: 0.126
buffers and inverters: 3.36
flip-flops: 55.3
multiplexers: 24.5
other: 0.00675
AND/OR/NAND/NOR: 13.1
==> per-stage QoR <==
step / setup slack, ns / util [%]
2_1_floorplan: 6.35 / -
3_3_place_gp: 4.04 / 42.5
3_5_place_dp: 4.02 / 42.5
4_1_cts: 4.01 / 44.8
5_1_grt: 3.77 / 44.8
6_report: 4.00 / 44.8
==> power groups by stage <==
stage	Clock, mW	Sequential, mW	Combinational, mW
CTS	2.94	3.90	1.04
global route	3.06	3.92	1.10
finish	2.90	3.90	1.04
==> layout by cell type, fill, tap and decap left out, types with 8 or more instances in the layout <==
| cell type | count |
|---|---|
| sky130_fd_sc_hd__o221a_1 | 30 |
| sky130_fd_sc_hd__edfxtp_1 | 1024 |
| sky130_fd_sc_hd__or2_2 | 63 |
| sky130_fd_sc_hd__nor2_1 | 68 |
| sky130_fd_sc_hd__and2_1 | 994 |
| sky130_fd_sc_hd__conb_1 | 32 |
| sky130_fd_sc_hd__o21ai_0 | 31 |
| sky130_fd_sc_hd__nor2_4 | 16 |
| sky130_fd_sc_hd__xor2_1 | 8 |
| sky130_fd_sc_hd__o211ai_1 | 63 |
| sky130_fd_sc_hd__clkbuf_16 | 108 |
| sky130_fd_sc_hd__buf_4 | 142 |
| sky130_fd_sc_hd__nor2_2 | 16 |
| sky130_fd_sc_hd__clkinv_1 | 22 |
| sky130_fd_sc_hd__a22oi_1 | 93 |
| sky130_fd_sc_hd__o22ai_1 | 32 |
| sky130_fd_sc_hd__mux4_2 | 449 |
| sky130_fd_sc_hd__clkdlybuf4s50_1 | 104 |
| sky130_fd_sc_hd__nand2_1 | 35 |
| sky130_fd_sc_hd__clkbuf_1 | 38 |
| sky130_fd_sc_hd__mux2i_1 | 350 |
| sky130_fd_sc_hd__clkinv_2 | 14 |
==> critical path, cell delays in order <==
cell	delay [ns]
sky130_fd_sc_hd__buf_8	0.36
sky130_fd_sc_hd__buf_4	0.65
sky130_fd_sc_hd__buf_4	0.51
sky130_fd_sc_hd__mux4_2	0.55
sky130_fd_sc_hd__mux2i_1	0.58
sky130_fd_sc_hd__mux2i_1	0.26
sky130_fd_sc_hd__o22ai_1	0.33
sky130_fd_sc_hd__nor2_1	0.10
sky130_fd_sc_hd__clkdlybuf4s50_1	0.41
Power and IR drop assume default switching activity.
